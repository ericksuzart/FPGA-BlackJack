File: design/flow/run.sh
#!/bin/bash
# OpenROAD 26Q1-2900-gdf79404cd8, Yosys 0.63+post, stock flow scripts
make -C /OpenROAD-flow-scripts/flow DESIGN_CONFIG=/design/flow/config.mk WORK_HOME=/design/flow/orfs finish
File: design/flow/config.mk
export PLATFORM = sky130hd
export DESIGN_NAME = CardAdder
export DESIGN_NICKNAME = CardAdder
export VERILOG_FILES = /design/flow/design.v
export SDC_FILE = /design/flow/constraint.sdc
export NUM_CORES = 4
export LEC_CHECK = 1
export CORE_UTILIZATION = 40
File: design/flow/constraint.sdc
current_design CardAdder

set clk_period 3.4
set clk_io_pct 0.2

create_clock -name clk0 -period $clk_period [get_ports {i_Clock}]

set non_clock_inputs [all_inputs -no_clocks]
set_input_delay [expr $clk_period * $clk_io_pct] -clock clk0 $non_clock_inputs
set_output_delay [expr $clk_period * $clk_io_pct] -clock clk0 [all_outputs]
File: design/flow/design.v
module CardAdder
(
    input [3:0] i_Card,          
    input [3:0] i_Value,         
    input i_Card2P,              
    input i_Card2D,              
    input i_Reset,               
    input i_Clock,               
    output [5:0] o_Address,      
    output reg o_MemClk,         
    output [5:0] o_DealerHnd,    
    output [5:0] o_PlayerHnd,    
    output reg o_CardOK          
);
reg [5:0] vc_HndD, vc_HndP;
reg vc_Ace_D, vc_Ace_P;
reg vc_Face_D, vc_Face_P;
reg [3:0] A_State, F_State;
reg [5:0] r_Addr;
parameter   Start           = 4'b 0000,
            Wait_FSM        = 4'b 0001,
            ReadMem         = 4'b 0010,
            Value2Dealer    = 4'b 0011,
            Value2Player    = 4'b 0100,
            DealerWithAce   = 4'b 0101,
            DealerWithFace  = 4'b 0110,
            PlayerWithAce   = 4'b 0111,
            PlayerWithFace  = 4'b 1000,
            PlusTenDealer   = 4'b 1001,
            PlusTenPlayer   = 4'b 1010,
            CardOK          = 4'b 1011;
always @(posedge i_Clock)
begin
    if(i_Reset)
    begin
        A_State <= Start;
        r_Addr <= 0;
        vc_HndD <= 0;
        vc_HndP <= 0;
        vc_Ace_D <= 0;
        vc_Ace_P <= 0;
        vc_Face_D <= 0;
        vc_Face_P <= 0;
    end
    else
    begin
        A_State <= F_State;
        case (F_State)
            Value2Dealer :
                begin
                    r_Addr <= r_Addr + 1;
                    vc_HndD <= vc_HndD + i_Value;
                end
            Value2Player :
                begin
                    r_Addr <= r_Addr + 1;
                    vc_HndP <= vc_HndP + i_Value;
                end
            PlusTenDealer :
                vc_HndD <= vc_HndD + 10;
            PlusTenPlayer :
                vc_HndP <= vc_HndP + 10;
            DealerWithAce :
                vc_Ace_D <= 1;
            DealerWithFace :
                vc_Face_D <= 1;
            PlayerWithAce :
                vc_Ace_P <= 1;
            PlayerWithFace :
                vc_Face_P <= 1;
        endcase
    end
end
always @(*)
begin
    case (A_State)
        Start:
            if (i_Reset)
                F_State = Start;
            else
                F_State = Wait_FSM;
        Wait_FSM :
            if (i_Card2D || i_Card2P)
                F_State = ReadMem;
            else
                F_State = Wait_FSM;
        ReadMem :
            if (r_Addr > 51)
                F_State = Start;
            else if (i_Card2D)
                F_State = Value2Dealer;
            else if (i_Card2P)
                F_State = Value2Player;
        Value2Dealer :
            if (i_Card == 4'b 0000)
                F_State = DealerWithAce;
            else if (i_Card == 4'b 1010 || i_Card == 4'b 1011 || i_Card == 4'b 1100)
                F_State = DealerWithFace;
            else
                F_State = CardOK;
        Value2Player :
            if (i_Card == 4'b 0000)
                F_State = PlayerWithAce;
            else if (i_Card == 4'b 1010 || i_Card == 4'b 1011 || i_Card == 4'b 1100)
                F_State = PlayerWithFace;
            else
                F_State = CardOK;
        DealerWithAce :
            if (vc_Face_D)
                F_State = PlusTenDealer;
            else
                F_State = CardOK;
        DealerWithFace :
            if (vc_Ace_D)
                F_State = PlusTenDealer;
            else
                F_State = CardOK;
        PlayerWithAce :
            if (vc_Face_P)
                F_State = PlusTenPlayer;
            else
                F_State = CardOK;
        PlayerWithFace :
            if (vc_Ace_P)
                F_State = PlusTenPlayer;
            else
                F_State = CardOK;
        PlusTenDealer :
            F_State = CardOK;
        PlusTenPlayer :
            F_State = CardOK;
        CardOK :
            if (i_Card2D || i_Card2P)
                F_State = CardOK;
            else
                F_State = Wait_FSM;
    endcase
end
always @(*)
begin
    o_CardOK = 0;
    o_MemClk = 0;
    case (A_State)        
        ReadMem:
            o_MemClk = 1;
        CardOK :
            o_CardOK = 1;
    endcase
end
assign o_Address = r_Addr;
assign o_DealerHnd = vc_HndD;
assign o_PlayerHnd = vc_HndP;
endmodule  
==> flow_metrics.tcl <==
# place-and-route summary
set metrics [dict create \
    crit_required_ps 3560 \
    final_cell_mix "clkdlybuf4s50_1, nor2_1, dfxtp_1" \
    initial_core_util_pct 43.2 \
    warning_count 25 \
    grt_pass1_vias 1426 \
    dieArea_mm2 0.00475 \
    vias 1584 \
    leakage_nw 0.845 \
    unclocked_regs 4 \
    ir_drop_mv 0.237 \
    synth_area_mm2 0.00179 \
    cp-end-kind "flop" \
    slew_viol_final 0 \
    port_buffers 31 \
    min_path_type "flop to flop" \
    drive_above_1_share_pct 5.02 \
    cts_tree "built" \
    area_growth_pct 22.9 \
    tightest_slew_ps 653 \
    drtAntennaViolNets 0 \
    untimed_endpoints 4 \
    drc 0 \
    path_clk_slew_ps 100 \
    die-height_um 68.9 \
    setup.worst_path.class "input port to flop" \
    drv_cap 0 \
    grt_start_max_net_pins 28 \
    gp_congestion 0.870 \
    finish.instance_area_mm2 0.00220 \
    report.final.setup_viol 0 \
    min_path_cells 2 \
    overflow 0 \
    numCtsBuffers 3 \
    dp_hpwl_um 2850 \
    core-area_mm2 0.00414 \
    ys_cells 213 \
    hold_viol 0 \
    clk_latency_ps 270 \
    arrival_ps 2500 \
    holdWs_ps 489 \
    ctsResizeCount 0 \
    setup_tns_ps 0 \
    post-cts-setup-buffers 0 \
    r2r_cells 7 \
    die_x_um 68.9 \
    hold_buffers 0 \
    rsz0062_at_grt "false" \
    r2r_start "vc_HndD[1]" \
    grt_use_total_pct 18.8 \
    drt_iter0_drc 76 \
    fmax_mhz 428 \
    routed_wl_um 4040 \
    skew_ps 1.24 \
    fin_crit_sh_pct 68.7 \
    min_to "vc_Ace_P" \
    ys_top_cells_by_area "dfxtp_1, ha_1, nor2_1" \
    crit_fanout 2 \
    synth-edff-count 0 \
    cp-start-kind "input port" \
    power.total_w 0.000631 \
    antennaDiodeCount 0 \
    antenna_found_initial 0 \
    cts_htree_levels 1 \
    layout_top_cell "clkdlybuf4s50_1" \
    yosys_warnings 1 \
    top_area_share_pct 29.1 \
    status "completed" \
    power_density_mw_per_mm2 287 \
    top_area_cell "dfxtp_1" \
    startpoint "i_Value[0]" \
    yosys.cell_types.count 54 \
    firstDrtPassIters 4 \
    wl_per_cell_um 14.0 \
    clk_path_buf_depth 2 \
    timing.rr.end "vc_HndD[4]" \
    yosys-stat-area_mm2 0.00179 \
    avgSynthCellArea_um2 8.41 \
    rows 23 \
    netlist_instances 213 \
    fin_crit_ps 2340 \
    grt_pass1_wl_um 6670 \
    hold_path.startpoint "vc_Ace_P" \
    reg2reg_slack_ps 1560 \
    synth_flop_count 30 \
    pin_count 32 \
    relSlewSlack_pct 56.3 \
    async_flop_share_pct 0 \
    routed_via_density 5.48 \
    placed_area_mm2 0.00213 \
    fillers 405 \
    ff_type "dfxtp_1" \
    root_buffer "clkbuf_8" \
]
[through the flow]
stage,worst slack (ps),utilization [%],instances
5_1_grt,873,53.1,289
3_5_place_dp,780,51.4,285
6_report,1060,53.1,289
3_3_place_gp,783,51.4,285
4_1_cts,1040,53.1,289
2_1_floorplan,1390,-,213
[synth_stat cells, types with 3 or more instances]
cell	n
nor2_1	29
dfxtp_1	26
nand2_1	17
inv_1	15
ha_1	11
nor2b_1	8
clkbuf_1	7
xnor2_1	7
a21oi_1	6
xor2_1	6
a21o_1	5
o21ai_0	5
dlxtn_1	4
a22oi_1	3
a31oi_1	3
a32oi_1	3
buf_2	3
mux2i_1	3
nand3b_1	3
nand4_1	3
nor3_1	3
[worst max-delay path: stages]
cell and delay, ps:
clkdlybuf4s50_1 490, ha_1 170, inv_1 50, fa_1 400, nor2b_1 130, o21ai_0 80, a211oi_1 300, xnor2_1 150
nor2_1 50
[cells by family (layout without fill, tap and decap cells)]
kind of cell               count (synthesis)  in the layout  share of synthesized area, %
DFF                                       26             26                          29.1
and+or+nand+nor                           78             78                          22.7
muxes                                      3              3                          1.68
buffers and inverters                     26             52                          5.87
adders and majority gates                 13             13                          9.92
AOI/OAI and AO/OA                         50             50                          21.0
xor gates and xnor gates                  13             13                          6.36
latches                                    4              4                          3.35
[sequential cells by signal, summed over array words and instances (netlist names)]
| name | flops |
|---|---|
| vc_HndD | 6 |
| A_State | 4 |
| vc_Ace_P | 1 |
| F_State | 4 |
| vc_Ace_D | 1 |
| vc_HndP | 6 |
| vc_Face_P | 1 |
| vc_Face_D | 1 |
| r_Addr | 6 |
[how the worst max path moves through the flow]
| stage | to | slack (ps) |
|---|---|---|
| 4_1_cts | o_MemClk | 1040 |
| 6_report | vc_HndD[4] | 1060 |
| 5_1_grt | o_MemClk | 870 |
[power by group]
group | switching (W) | total (W) | internal, W
Clock | 0.000106 | 0.000263 | 0.000158
Sequential | 0.00000405 | 0.000312 | 0.000307
Combinational | 0.0000261 | 0.0000557 | 0.0000296
Total | 0.000136 | 0.000631 | 0.000495
[layer usage]
layer,vias up,global-route usage (%),share of wire (%),routed length [µm]
li1,813,-,-,-
met1,744,31.8,55,2200
met2,25,26.7,40,1630
met3,2,2.67,4.7,191
met4,0,1.28,0.35,14
met5,-,0,0,0
[area by class of cell]
type / count / area, µm² / share of cell area [%]
clock inverter: 1 / 30.0 / 1.36
sequential: 30 / 581 / 26.4
multi-input combinational: 157 / 1100 / 50.2
inverter: 15 / 56.3 / 2.56
clock buffer: 3 / 41.3 / 1.88
tap: 50 / 62.6 / 2.84
timing repair buffer: 33 / 325 / 14.8
