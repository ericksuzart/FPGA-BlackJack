**design/flow/config.mk**
```make
export PLATFORM = sky130hd
export DESIGN_NAME = BlackJackController
export DESIGN_NICKNAME = BlackJackController
export VERILOG_FILES = /design/flow/design.v
export SDC_FILE = /design/flow/constraint.sdc
export NUM_CORES = 4
export LEC_CHECK = 1
export CORE_AREA = 10 10 104 104
export DIE_AREA = 0 0 114 114
```
**design/flow/constraint.sdc**
```tcl
current_design BlackJackController

set clk_period 1.3
set clk_io_pct 0.2

create_clock -name clk0 -period $clk_period [get_ports {i_Clk}]

set non_clock_inputs [all_inputs -no_clocks]
set_input_delay [expr $clk_period * $clk_io_pct] -clock clk0 $non_clock_inputs
set_output_delay [expr $clk_period * $clk_io_pct] -clock clk0 [all_outputs]
```
**design/flow/design.v**
```verilog
module BlackJackController
(
    input i_Clk,         
    input i_Reset,               
    input i_Stay,                
    input i_Hit,                 
    output reg o_Win,            
    output reg o_Lose,           
    output reg o_Tie,            
    output reg o_Hit_P,          
    output reg o_Hit_D,          
    output reg o_Stay_P,         
    output reg o_Stay_D,         
    output reg o_ShwHnd_P,
    output reg o_ShwHnd_D,
    input vi_TwoSec,             
    input vi_RstOK,              
    output reg vo_ActCounter,    
    output reg vo_RstCounter,    
    input vi_Shuffled,           
    output reg vo_ActShuffler,   
    input vi_CardOK,             
    input [5:0] vi_HandP,        
    input [5:0] vi_HandD,        
    output reg vo_Card2Player,   
    output reg vo_Card2Dealer    
);
reg vc_HitPlayer;    
reg vc_FirstTurn;    
reg [4:0] A_State, F_State;
parameter   Start           = 5'b 00000,
            ShuffleDeck     = 5'b 00001,
            PlayerWith1Card = 5'b 00010,
            D1_RstCardFSM   = 5'b 00011,         
            DealerWith1Card = 5'b 00100,
            P_RstCardFSM    = 5'b 00101,
            PlayerWith2Card = 5'b 00110,
            D2_RstCardFSM   = 5'b 00111,
            DealerWith2Card = 5'b 01000,
            PlayerTurn      = 5'b 01001,
            DealerTurn      = 5'b 01010,
            PlayerHit       = 5'b 01011,
            DealerHit       = 5'b 01100,
            PlayerStay      = 5'b 01101,
            DealerStay      = 5'b 01110,
            CardToPlayer    = 5'b 01111,
            CardToDealer    = 5'b 10000,
            WinState        = 5'b 10001,
            TieState        = 5'b 10010,
            LoseState       = 5'b 10011,
            Measurement     = 5'b 10100,
            DealerBlackJack = 5'b 10101;
always @(posedge i_Clk)
begin
    if(i_Reset)
    begin
        A_State <= Start;
        vc_HitPlayer <= 0;
        vc_FirstTurn <= 1;
    end
    else
    begin
        A_State <= F_State;
        if(F_State == DealerTurn)
            vc_FirstTurn <= 0;
        if(F_State == PlayerHit)
            vc_HitPlayer <= 1;
    end
end
always @(*)
begin
    case (A_State)
        Start :
            if(i_Reset)
                F_State = Start;
            else
                F_State = ShuffleDeck;
        ShuffleDeck :
            if(!vi_Shuffled)
                F_State = ShuffleDeck;
            else
                F_State = PlayerWith1Card;
        PlayerWith1Card :
            if(!vi_CardOK)
                F_State = PlayerWith1Card;
            else
                F_State = D1_RstCardFSM;
        D1_RstCardFSM :
            if(vi_CardOK)
                F_State = D1_RstCardFSM;
            else
                F_State = DealerWith1Card;
        DealerWith1Card :
            if(!vi_CardOK)
                F_State = DealerWith1Card;
            else
                F_State = P_RstCardFSM;
        P_RstCardFSM :
            if (vi_CardOK)
                F_State = P_RstCardFSM;
            else
                F_State = PlayerWith2Card;
        PlayerWith2Card :
            if(!vi_CardOK)
                F_State = PlayerWith2Card;
            else
                F_State = D2_RstCardFSM;
        D2_RstCardFSM :
            if (vi_CardOK)
                F_State = D2_RstCardFSM;
            else
                F_State = DealerWith2Card;
        DealerWith2Card :
            if(!vi_CardOK)
                F_State = DealerWith2Card;
            else
                F_State = PlayerTurn;
        PlayerTurn :
            if (!vi_RstOK)
                F_State = PlayerTurn;
            else if(i_Hit)  
                F_State = CardToPlayer;
            else if (i_Stay)
                F_State = PlayerStay;
            else
                F_State = PlayerTurn;
        DealerTurn :
            if (!vi_RstOK)
                F_State = DealerTurn;
            else if(vi_HandD <= 16)
                F_State = CardToDealer;
            else
                F_State = DealerStay;
        PlayerHit :
            if(!vi_TwoSec)
                F_State = PlayerHit;
            else if (vi_HandP <= 21)
                F_State = PlayerTurn;
            else
                F_State = LoseState;
        DealerHit :
            if(!vi_TwoSec)
                F_State = DealerHit;
            else if (vi_HandD <= 21)
                F_State = DealerTurn;
            else
                F_State = WinState;
        PlayerStay :
            if(!vi_TwoSec)
                F_State = PlayerStay;
            else if (!vc_FirstTurn)
                F_State = Measurement;
            else if (vi_HandD == 21)
                F_State = DealerBlackJack;
            else
                F_State = DealerTurn;
        DealerStay :
            if(!vi_TwoSec)
                F_State = DealerStay;
            else if (vc_HitPlayer || vi_HandP < 21)
                F_State = PlayerTurn;
            else if (vi_HandP == 21)
                F_State = WinState;
        CardToPlayer :
            if(vi_CardOK)
                F_State = PlayerHit;
            else
                F_State = CardToPlayer;
        CardToDealer :
            if(vi_CardOK)
                F_State = DealerHit;
            else
                F_State = CardToDealer;
        WinState :
            if(i_Reset)
                F_State = Start;
            else
                F_State = WinState;
        TieState :
            if(i_Reset)
                F_State = Start;
            else
                F_State = TieState;
        LoseState :
            if(i_Reset)
                F_State = Start;
            else
                F_State = LoseState;
        Measurement :
            if(vi_HandP == vi_HandD)
                F_State = TieState;
            else if (vi_HandP < vi_HandD)
                F_State = LoseState;
            else
                F_State = WinState;
        DealerBlackJack :
            if(vc_HitPlayer)
                F_State = LoseState;
            else if (vi_HandP == vi_HandD)
                F_State = TieState;
            else
                F_State = LoseState;
    endcase
end
always @(*)
begin
    o_Win = 0;
    o_Lose = 0;
    o_Tie = 0;
    o_Hit_P = 0;
    o_Hit_D = 0;
    o_Stay_P = 0;
    o_Stay_D = 0;
    o_ShwHnd_P = 1;
    o_ShwHnd_D = 0;
    vo_ActCounter = 0;
    vo_RstCounter = 0;
    vo_Card2Player = 0;
    vo_Card2Dealer = 0;
    vo_ActShuffler = 0;
    case (A_State)        
        ShuffleDeck :
            vo_ActShuffler = 1;
        PlayerWith1Card :
            vo_Card2Player = 1;
        DealerWith1Card :
            vo_Card2Dealer = 1;
        PlayerWith2Card :
            vo_Card2Player = 1;
        DealerWith2Card :
            vo_Card2Dealer = 1;
        PlayerTurn :
            vo_RstCounter = 1;
        DealerTurn :
            vo_RstCounter = 1;
        PlayerHit :
            begin
                o_Hit_P = 1;
                vo_ActCounter = 1;
            end
        DealerHit :
            begin
                o_Hit_D = 1;
                vo_ActCounter = 1;
            end
        PlayerStay :
            begin
                o_Stay_P = 1;
                vo_ActCounter = 1;
            end
        DealerStay :
            begin
                o_Stay_D = 1;
                vo_ActCounter = 1;
            end
        CardToPlayer :
            vo_Card2Player = 1;
        CardToDealer :
            vo_Card2Dealer = 1;
        WinState :
            begin
                o_Win = 1;
                o_ShwHnd_D = 1;
            end
        TieState :
            begin
                o_Tie = 1;
                o_ShwHnd_D = 1;
            end
        LoseState :
            begin
                o_Lose = 1;
                o_ShwHnd_D = 1;
            end
    endcase
end
endmodule  
```
**design/flow/run.sh**
```bash
#!/bin/bash
# OpenROAD 26Q1-2900-gdf79404cd8, Yosys 0.63+post, stock flow scripts
make -C /OpenROAD-flow-scripts/flow DESIGN_CONFIG=/design/flow/config.mk WORK_HOME=/design/flow/orfs finish
```
==> run_results.csv <==
group,metric,value,unit
outcome,status,"complete, no violations",
placed_design,place_area,2150,sq um
final_timing,untimed_endpoints,5,
synth,top_area_frac,0.240,
clock_network,ctsLongestPathBuffers,2,
cells_and_area,nFillCells,953,
clock_network,worstSkewPairLatency,0.25,ns
power,ir_drop,0.277,mV
critical_path,worstSetupPathType,"reg2out",
placed_design,port_buffers,32,
synth,avgSynthCellArea,7.54,sq um
routing,viasPerCell,4.85,
clock_network,cts_buffers,3,
placed_design,dp_hpwl,3710,um
synth,top_area_cell,"dfxtp_1",
routing,num_antenna_cells,0,
hold_path,hp-class,"in2reg",
synth,synth_top_flop_cell,"dfxtp_1",
routing,via_count,1755,
cells_and_area,area_growth,33.0,%
critical_path,slowest_stage,"clkdlybuf4s50_1",
synth,yosysWarnings,1,
synth,synth_cell_type_count,50,
final_timing,unclocked_regs,5,
critical_path,cp-start-kind,"register",
cells_and_area,postLayoutCellArea,2210,sq um
critical_path,cp_data_arrival_time,1.00,ns
final_timing,worst_pin_slew,0.794,ns
routing,drc,0,
power,finalPower,1.20,mW
final_timing,fin_crit,1.26,ns
synth,area_leaders,"dfxtp_1 (24%), ha_1 (8.3%), dlxtn_1 (4.5%)",
final_timing,max_freq,793,MHz
floorplanning,core_util_floorplan,0.192,
floorplanning,dieArea,13000,sq um
floorplanning,rows,34,
clock_network,cts_tree,"done",
cells_and_area,combGateArea,1090,sq um
final_timing,rsz0062_at_grt,"no",
critical_path,critPathMaxFanout,1,
final_timing,skew,0,ns
synth,synth_area,1670,sq um
synth,common_cells,"dfxtp_1 (20), nor2_1 (16), inv_1 (15), nand2_1 (15), o21ai_0 (13)",
critical_path,crit_path_cell_trace,"clkdlybuf4s50_1",
floorplanning,ios,34,
clock_network,root_buffer,"clkbuf_8",
global_routing,grt_pass1_vias,1678,
routing,drtAntennaViolNets,0,
run,max-cap-violations,0,
synth,ys.flops,25,
placed_design,place.gp.congestion,0.944,
global_routing,grt_max_degree,24,
critical_path,worstSetupEndpointType,"primary output",
floorplanning,die_h,114,um
synth,syn_inst,221,
synth,yosysChipArea,1670,sq um
floorplanning,die_w,114,um
synth,yosysMostFrequentCell,"dfxtp_1",
critical_path,crit_required,1.04,ns
global_routing,grt_pass1_wl,8060,um
final_timing,fin_crit_sh,0.970,
power,powerDensity,544,nW/um^2
routing,routed_wl,4850,um
clock_network,cts_hold_buf,0,
clock_network,clk_pin_slew,0.07,ns
synth,synthArstFlopShare,0,
cells_and_area,regArea,482,sq um
final_timing,setup_viol,0,
critical_path,crit_family,"buffers and inverters",
critical_path,cpPeakStageDelay,0.45,ns
power,leakage,1.02,nW
final_timing,slew_headroom,0.470,
global_routing,antenna_found_initial,0,
synth,ys_cells,221,
final_timing,finalHoldViolCount,0,
global_routing,grt_overflow,0,
floorplanning,core_area,8680,sq um
routing,drt_iter0_drc,272,
run,warning_count,29,
final_timing,maxSlewViolCount,0,
global_routing,grt_usage,0.0724,
routing,wire_per_inst,13.4,um
routing,firstDrtPassIters,5,
critical_path,critPathBufInv,1,
synth,edf_count,0,
cells_and_area,layout-drive-gt1-share,0.0866,
clock_network,cts.htree.levels,1,
-- metrics by stage --
step | utilization | hold slack [ns] | instances | TNS, ns | setup slack [ns]
after floorplan | - | 0.354 | 221 | 0 | 0.0293
after global placement | 0.247 | 0.501 | 359 | -2.66 | -0.299
after detailed placement | 0.247 | 0.493 | 359 | -2.85 | -0.332
after CTS | 0.252 | 0.466 | 362 | 0 | 0.000882
after global routing | 0.255 | 0.488 | 362 | 0 | 0.0128
final | 0.255 | 0.468 | 362 | 0 | 0.0389
-- cell type report --
| class | count | area share |
|---|---|---|
| well taps | 108 | 0.0610 |
| repair buffers | 41 | 0.185 |
| flip-flops and latches | 25 | 0.218 |
| multi-input cells | 169 | 0.491 |
| clock buffers | 3 | 0.0186 |
| inverters | 16 | 0.0271 |
-- what timing repair did --
action | 4_1_cts | 5_1_grt
gates cloned | 0 | 0
endpoints found under the setup margin | 5 | 10
gates resized | 4 | 14
buffers inserted | 0 | 0
pin swaps | 0 | 0
-- cell usage in the layout (no fill, tap or decap), types with 4 or more instances in the layout --
| master | instances |
|---|---|
| a21o_1 | 4 |
| a21oi_1 | 11 |
| a31oi_1 | 5 |
| buf_4 | 9 |
| clkdlybuf4s50_1 | 19 |
| dfxtp_1 | 15 |
| dfxtp_2 | 5 |
| dlxtn_1 | 5 |
| dlymetal6s2s_1 | 10 |
| ha_1 | 11 |
| inv_1 | 15 |
| nand2_1 | 15 |
| nand2b_1 | 8 |
| nand3_1 | 11 |
| nand4_1 | 5 |
| nor2_1 | 16 |
| nor2b_1 | 6 |
| nor3_1 | 9 |
| o21ai_0 | 13 |
| o22ai_1 | 4 |
-- metal layers --
metal  track usage  vias up  routed length [um]
li1              -      877                   -
met1         0.108      785                2430
met2         0.106       86                1970
met3        0.0181        7                 408
met4       0.00835        0                  42
met5             0        -                   0
-- power by group --
part / total, mW / switching (mW) / internal (mW) / leakage (nW)
Sequential: 0.622 / 0.00600 / 0.616 / 0.203
Combinational: 0.198 / 0.0923 / 0.106 / 0.798
Clock: 0.385 / 0.179 / 0.206 / 0.0216
Total: 1.20 / 0.278 / 0.927 / 1.02
-- cells by family after synthesis --
kind of cell,count (synthesis),synth area share
multiplexers,2,0.0128
buffers and inverters,27,0.0631
AND-OR/OR-AND,63,0.249
adder cells (fa/ha/maj),11,0.0826
XOR/XNOR,2,0.0105
AND/OR/NAND/NOR,90,0.294
latches,5,0.0451
other,1,0.00225
flip-flops,20,0.240
-- worst paths after layout --
kind | slack, ns | cells after the start | to | startpoint
worst max-delay path | 0.04 | 1 | o_Stay_D | o_Stay_D
worst min-delay path | 0.47 | 3 | vc_HitPlayer | i_Reset
worst max register to register | 0.63 | 2 | vc_HitPlayer | vc_HitPlayer
worst min register to register | 0.52 | 2 | vc_FirstTurn | vc_FirstTurn
Power is estimated from default activity; no workload was simulated.
