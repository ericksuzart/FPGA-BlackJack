===== design/flow/design.v =====
module SPRWI
#(parameter DATA_WIDTH = 4, parameter ADDR_WIDTH = 6)
    (
        input [(DATA_WIDTH - 1):0] i_Data,
        input [(ADDR_WIDTH - 1):0] i_Addr,  
        input i_WriteEnable, i_Clock,
        output [(DATA_WIDTH - 1):0] o_Data
    );
    reg [(DATA_WIDTH - 1):0] r_Ram [(2**ADDR_WIDTH - 1):0];
    reg [(ADDR_WIDTH - 1):0] r_Addr;
    initial 
    begin : INIT
        reg[(ADDR_WIDTH - 1):0] i;
        for(i = 0; i < 52; i = i + 1)
        begin
            if (i <= 12)
                r_Ram[i] = i[3:0];
            else if ( i > 12 && i <= 25)
                r_Ram[i] = i[3:0] + 3;
            else if ( i > 25 && i <= 38)
                r_Ram[i] = i[3:0] + 6;
            else
                r_Ram[i] = i[3:0] + 9;
        end
    end 
    always @ (posedge i_Clock)
    begin
        if (i_WriteEnable)
            r_Ram[i_Addr] <= i_Data;
        r_Addr <= i_Addr;
    end
    assign o_Data = r_Ram[r_Addr];
endmodule

===== design/flow/run.sh =====
#!/bin/bash
# OpenROAD 26Q1-2900-gdf79404cd8, Yosys 0.63+post, stock flow scripts
make -C /OpenROAD-flow-scripts/flow DESIGN_CONFIG=/design/flow/config.mk WORK_HOME=/design/flow/orfs finish

===== design/flow/config.mk =====
export PLATFORM = sky130hd
export DESIGN_NAME = SPRWI
export DESIGN_NICKNAME = SPRWI
export VERILOG_FILES = /design/flow/design.v
export SDC_FILE = /design/flow/constraint.sdc
export NUM_CORES = 4
export LEC_CHECK = 1
export CORE_UTILIZATION = 40

===== design/flow/constraint.sdc =====
current_design SPRWI

set clk_period 10.5
set clk_io_pct 0.2

create_clock -name clk0 -period $clk_period [get_ports {i_Clock}]

set non_clock_inputs [all_inputs -no_clocks]
set_input_delay [expr $clk_period * $clk_io_pct] -clock clk0 $non_clock_inputs
set_output_delay [expr $clk_period * $clk_io_pct] -clock clk0 [all_outputs]

==> results_dict.tcl <==
# collected from the flow reports
set metrics [dict create \
    ys_area_um2 10400 \
    critPathBufInv 2 \
    fp.dieH_um 164 \
    power.density_nw_per_um2 188 \
    drtIter0Drc 316 \
    via_count 5048 \
    leakagePower_nw 3.65 \
    ant_nets 0 \
    numCtsBuffers 27 \
    critPathSlowestCell "dfxtp_4" \
    antenna_found_initial 0 \
    ir_worst_vdd_uv 130 \
    seq_area_frac_synth_pct 74.7 \
    endpoint_kind "primary output" \
    warnings 25 \
    seq_area_um2 7810 \
    first_global_vias 5658 \
    power_mw 2.21 \
    status "completed" \
    io_pins 16 \
    max_freq_ghz 0.175 \
    path_cells "buf_4 > mux4_2 > a22oi_1 > nand2_1 > a221o_1 > clkdlybuf4s50_1" \
    grt_usage_pct 18.7 \
    dp_hpwl_um 13700 \
    cts_tree "built" \
    tns_ns 0 \
    cpPeakStageDelay_ns 0.69 \
    cts_resized 0 \
    path_class "reg -> out" \
    fin_util_pct 46.3 \
    cp_data_required_time_ns 8.40 \
    yosysWarnings 1 \
    clkTransAtPathRegs_ns 0.06 \
    grt_max_degree 65 \
    core_area_um2 25400 \
    area_growth_pct 12.6 \
    ctsHoldBuffers 0 \
    syn-cell-area_um2 10400 \
    top_cells_by_count "edfxtp_1, nor2_1, mux4_2, mux4_1, nand3_1" \
    mi_logic_area_um2 2430 \
    gp_congestion 0.880 \
    setup_viol 0 \
    via_per_inst 5.61 \
    clockBufferDepth 3 \
    yosysMostFrequentCell "edfxtp_1" \
    drc 0 \
    cts.sinks 262 \
    maxSlewViolCount 0 \
    antenna_cells 0 \
    synth.largest_area_cell "edfxtp_1" \
    dieArea_um2 26800 \
    min_period_ns 5.70 \
    worstSetupStartpointType "flop" \
    postSynthCellCount 523 \
    crit_arrival_ns 3.60 \
    largest_registers "r_Ram (256)" \
    critPathMaxFanout 36 \
    post_cts_buffers 0 \
    routedWlPerCell_um 23.9 \
    crit_family "buffers and inverters" \
    io_buffers 15 \
    fp-utilization_pct 41.1 \
    cts.htree.levels 1 \
    yosysTopAreaCellShare_pct 73.6 \
    grt_overflow 0 \
    avgSynthCellArea_um2 20.0 \
    ff_type "edfxtp_1" \
    hold_viol 0 \
    edf_count 256 \
    ys_types 44 \
    rsz0062_at_grt "no" \
    largest_register_ffs 256 \
    layout-drive-gt1-share_pct 18.4 \
    ys_cells 523 \
    tightestPinTransition_ns 0.727 \
    top_register "r_Ram" \
    drtPass1Iterations 6 \
    root_buffer "clkbuf_16" \
    hold_path.class "in -> reg" \
    async_reset_ff_share_pct 0 \
    routed_wl_um 21500 \
    ys_ff 262 \
    rows 58 \
    fin_crit_sh_pct 54.3 \
    grt_pass1_wl_um 32900 \
    dieWidth_um 164 \
    slew_headroom_pct 51.5 \
    drv_cap 0 \
    fillers 2061 \
    area_leaders "edfxtp_1, mux4_2, mux4_1" \
]
-- worst paths after layout --
path | startpoint | end | depth (start not counted)
worst max-delay path | flop | o_Data[2] | 6
worst min-delay path | i_Addr[0] | flop | 1
-- area by class of cell --
cell class,instances,share of cell area [%]
clock buffers,41,6.70
clock inverters,9,1.00
inverters,3,0.0957
multi-input cells,232,20.6
flip-flops and latches,262,66.4
well taps,330,3.51
repair buffers,23,1.62
-- kinds of logic (layout without fill, tap and decap cells) --
logic type | after synthesis | count (layout) | share of synthesized area (%)
muxes | 70 | 70 | 15.2
buffers and inverters | 29 | 76 | 2.02
DFF | 262 | 262 | 74.7
AOI/OAI and AO/OA | 37 | 37 | 2.63
and+or+nand+nor | 125 | 125 | 5.44
-- stage by stage --
| step | instances | cell area [µm²] | worst slack, ns | hold slack [ns] |
|---|---|---|---|---|
| 2_1_floorplan | 523 | 10400 | 6.71 | 2.13 |
| 3_3_place_gp | 850 | 10900 | 5.27 | 2.72 |
| 4_1_cts | 900 | 11800 | 4.69 | 2.17 |
| 6_report | 900 | 11800 | 4.80 | 2.18 |
| 3_5_place_dp | 850 | 10900 | 5.26 | 2.73 |
| 5_1_grt | 900 | 11800 | 4.50 | 2.20 |
-- cell usage in the layout, fill, tap and decap left out, types with 5 or more instances in the layout --
| cell | Yosys | routed |
|---|---|---|
| a22oi_1 | 8 | 8 |
| buf_4 | 2 | 8 |
| clkbuf_1 | 10 | 8 |
| clkbuf_16 | 0 | 27 |
| clkbuf_8 | 1 | 6 |
| clkdlybuf4s50_1 | 0 | 11 |
| edfxtp_1 | 256 | 256 |
| mux2i_1 | 5 | 5 |
| mux4_1 | 19 | 19 |
| mux4_2 | 46 | 46 |
| nand2_1 | 10 | 10 |
| nand2b_1 | 7 | 7 |
| nand3_1 | 11 | 11 |
| nor2_1 | 74 | 74 |
| nor2b_1 | 6 | 6 |
| o221ai_1 | 6 | 6 |
-- power by group --
group / switching [mW] / internal, mW / leakage (nW)
clock: 0.378 / 0.569 / 0.436
sequential: 0.00833 / 1.16 / 2.35
combinational: 0.0598 / 0.0413 / 0.861
total: 0.446 / 1.77 / 3.65
-- metal layers --
layer  wire (µm)  vias to the layer above  GRT usage (%)  part of all wire [%]
met5          76                        -           3.03                  0.35
met4         578                        4           4.38                   2.7
met3        3230                       46           13.4                    15
met2       10400                      305           27.9                    48
met1        7310                     2477           22.2                    34
li1            -                     2216              -                     -
Power is estimated from default activity; no workload was simulated.
